<file path="constraint.sdc">
current_design OV7670

set clk_period 15.9
set clk_io_pct 0.2

create_clock -name clk0 -period $clk_period [get_ports {Pclock}]

set non_clock_inputs [all_inputs -no_clocks]
set_input_delay [expr $clk_period * $clk_io_pct] -clock clk0 $non_clock_inputs
set_output_delay [expr $clk_period * $clk_io_pct] -clock clk0 [all_outputs]
</file>
<file path="run.sh">
#!/bin/bash
# OpenROAD 26Q1-2900-gdf79404cd8, Yosys 0.63+post, stock flow scripts
make -C /OpenROAD-flow-scripts/flow DESIGN_CONFIG=/design/flow/config.mk WORK_HOME=/design/flow/orfs finish
</file>
<file path="config.mk">
export PLATFORM = sky130hd
export DESIGN_NAME = OV7670
export DESIGN_NICKNAME = OV7670
export VERILOG_FILES = /design/flow/design.v
export SDC_FILE = /design/flow/constraint.sdc
export NUM_CORES = 4
export LEC_CHECK = 1
export CORE_UTILIZATION = 30
</file>
<file path="design.v">
module OV7670(
	input Reset,
	output reg [11:0]  PixelData=1'b0,  
	output [14:0] PAddress,  
	output reg WPixel=1'b0,
	input Pclock,
	input Href,  
	input Vsync,  
	input [7:0] Data,  
	output reg [1:0] Promedio=1'b0,  
	output reg [1:0] Forma=1'b0  
);
reg Href_prev=1'b0; 
	reg [7:0] XPixel=1'b0;  
	reg [7:0] YPixel=1'b0;  
	reg [11:0] PromedioColorR=1'b0;  
	reg [11:0] PromedioColorG=1'b0;  
	reg [11:0] PromedioColorB=1'b0;  
reg VSync_prev=1'b0; 
	reg Sync=1'b0;  
	reg [1:0] Fila_Valida_R=1'b0;  
	reg [1:0] Fila_Valida_G=1'b0;  
	reg [1:0] Fila_Valida_B=1'b0;  
	reg [5:0] Ancho_R=1'b0;  
	reg [5:0] Ancho_G=1'b0;  
	reg [5:0] Ancho_B=1'b0;  
	reg [5:0] Ancho_R_Prev=1'b0;  
reg [5:0] Ancho_G_Prev=1'b0; 
reg [5:0] Ancho_B_Prev=1'b0; 
	reg [7:0] Inc_Ancho_R=1'b0;  
reg [7:0] Inc_Ancho_G=1'b0;
reg [7:0] Inc_Ancho_B=1'b0;
	reg [7:0] MID_Ancho_R=1'b0;  
reg [7:0] MID_Ancho_G=1'b0;
reg [7:0] MID_Ancho_B=1'b0;
assign PAddress = XPixel + YPixel*8'd176;  
	always @(posedge Pclock)begin  
		if(Reset==1'b1)begin  
	WPixel=1'b0;
	Href_prev=1'b0;
	VSync_prev=1'b0;
	XPixel=1'b0;
	YPixel=1'b0;
	Sync=1'b0;
	PixelData=1'b0;
	PromedioColorR=1'b0;
	PromedioColorG=1'b0;
	PromedioColorB=1'b0;
	Promedio=1'b0;
	Fila_Valida_R=1'b0;
	Fila_Valida_G=1'b0;
	Fila_Valida_B=1'b0;
	Ancho_R=1'b0; 
	Ancho_G=1'b0;
	Ancho_B=1'b0;
	Ancho_R_Prev=1'b0; 
	Ancho_G_Prev=1'b0; 
	Ancho_B_Prev=1'b0; 
	Inc_Ancho_R=1'b0;
	Inc_Ancho_G=1'b0;
	Inc_Ancho_B=1'b0;
	MID_Ancho_R=1'b0;
	MID_Ancho_G=1'b0;
	MID_Ancho_B=1'b0;
end
else begin
	if(Vsync==1'b1)begin  
		Sync=1'b0;
		WPixel=1'b0;
		XPixel=1'b0;
		YPixel=1'b0;
	end
	else if(Href==1'b0 && Href_prev==1'b1)begin  
		Sync=1'b0;
		WPixel=1'b0;
		XPixel=1'b0;
		YPixel=YPixel+1'b1;
		if(Ancho_R>Ancho_R_Prev)Inc_Ancho_R=Inc_Ancho_R+1'b1;
		else if(Ancho_R<Ancho_R_Prev)Inc_Ancho_R=Inc_Ancho_R-1'b1;
		if(Ancho_G>Ancho_G_Prev)Inc_Ancho_G=Inc_Ancho_G+1'b1;
		else if(Ancho_G<Ancho_G_Prev)Inc_Ancho_G=Inc_Ancho_G-1'b1;
		if(Ancho_B>Ancho_B_Prev)Inc_Ancho_B=Inc_Ancho_B+1'b1;
		else if(Ancho_B<Ancho_B_Prev)Inc_Ancho_B=Inc_Ancho_B-1'b1;
		if(Inc_Ancho_R>MID_Ancho_R)MID_Ancho_R=Inc_Ancho_R;
		if(Inc_Ancho_G>MID_Ancho_G)MID_Ancho_G=Inc_Ancho_G;
		if(Inc_Ancho_B>MID_Ancho_B)MID_Ancho_B=Inc_Ancho_B;
		if(Vsync==1'b0 && VSync_prev==1'b0)begin
			Ancho_R_Prev=Ancho_R;
			Ancho_G_Prev=Ancho_G; 
			Ancho_B_Prev=Ancho_B;
			Ancho_R=1'b0; 
			Ancho_G=1'b0; 
			Ancho_B=1'b0; 		
		end
	end
	else if(Href==1'b1)begin
		if(Sync==1'b0)begin
			PixelData[11:4]=Data;
			Sync=1'b1;
			WPixel=1'b0;
		end
		else begin
			PixelData[3:0]=Data[7:4];
			XPixel=XPixel+1'b1;
			Sync=1'b0;
			WPixel=1'b1;
		end
	end
	if(WPixel==1'b1 && (XPixel<8'd138) && (XPixel>8'd38) && (YPixel<8'd122) && (YPixel>8'd22))begin
		if((PixelData[3:0]>PixelData[7:4]) && (PixelData[3:0]>PixelData[11:8]))begin
			Fila_Valida_B=Fila_Valida_B+1'b1;
			Fila_Valida_G=1'b0;
			Fila_Valida_R=1'b0;
		end
		else if((PixelData[7:4]>PixelData[3:0]) && (PixelData[7:4]>PixelData[11:8]))begin
			Fila_Valida_G=Fila_Valida_G+1'b1;
			Fila_Valida_B=1'b0;
			Fila_Valida_R=1'b0;
		end
		else if((PixelData[11:8]>PixelData[3:0]) && (PixelData[11:8]>PixelData[7:4]))begin
			Fila_Valida_R=Fila_Valida_R+1'b1;
			Fila_Valida_G=1'b0;
			Fila_Valida_B=1'b0;		
		end
		if(Fila_Valida_R==2'b11)begin
					Fila_Valida_R=1'b0;
					PromedioColorR=PromedioColorR+1'b1;
					Ancho_R=Ancho_R+1'b1;
		end
		if(Fila_Valida_G==2'b11)begin
					Fila_Valida_G=1'b0;
					PromedioColorG=PromedioColorG+1'b1;
					Ancho_G=Ancho_G+1'b1;
		end
		if(Fila_Valida_B==2'b11)begin
					Fila_Valida_B=1'b0;
					PromedioColorB=PromedioColorB+1'b1;
					Ancho_B=Ancho_B+1'b1;
		end
	end
	if(Vsync==1'b1 && VSync_prev==1'b0)begin
		if(PromedioColorR>PromedioColorG && PromedioColorR>PromedioColorB)begin
			Promedio=2'b01;
			if(Inc_Ancho_R<(9'd100+9'd12) && Inc_Ancho_R>(9'd100-9'd12))begin
				if(Inc_Ancho_R<(MID_Ancho_R-9'd12))Forma=2'b10;
				else Forma=2'b01;			   
			end
			else Forma=2'b11;			
		end
		else if(PromedioColorG>PromedioColorR && PromedioColorG>PromedioColorB)begin
			Promedio=2'b10;
			if(Inc_Ancho_G<(9'd100+9'd12) && Inc_Ancho_G>(9'd100-9'd12))begin
				if(Inc_Ancho_G<(MID_Ancho_G-9'd12))Forma=2'b10;
				else Forma=2'b01;			   
			end
			else Forma=2'b11;
		end
		else if(PromedioColorB>PromedioColorR && PromedioColorB>PromedioColorG)begin
			Promedio=2'b11;
			if(Inc_Ancho_B<(9'd100+9'd12) && Inc_Ancho_B>(9'd100-9'd12))begin
				if(Inc_Ancho_B<(MID_Ancho_B-9'd12))Forma=2'b10;
				else Forma=2'b01;			   
			end
			else Forma=2'b11;
		end
		else begin
			Promedio=2'b00;
			Forma=2'b00;
		end
		PromedioColorR=1'b0;
		PromedioColorG=1'b0;
		PromedioColorB=1'b0;
		Ancho_R=1'b0; 
		Ancho_G=1'b0;
		Ancho_B=1'b0;
		Ancho_R_Prev=1'b0; 
		Ancho_G_Prev=1'b0; 
		Ancho_B_Prev=1'b0; 
		Inc_Ancho_R=8'd100;
		Inc_Ancho_G=8'd100;
		Inc_Ancho_B=8'd100;
		MID_Ancho_R=1'b0;
		MID_Ancho_G=1'b0;
		MID_Ancho_B=1'b0;
	end
	VSync_prev=Vsync;
	Href_prev=Href;
	if ((XPixel>8'd176-1'b1) || (YPixel>8'd144-1'b1)) PixelData=1'b0;
end
end
endmodule
</file>
==> results.txt <==
Observations from the implementation run.

Clocking:
- The run puts the worst-skew pair later-pin latency at 430 ps.
- The clock drives 162 sinks.
- The run gives the clock-pin transition on the worst setup and hold timing paths as 70 ps.
- TritonCTS built the clock tree.
- The run puts the maximum level of the CTS H-tree at 4.
- The run puts the buffer depth of the longest clock path at 2.
- The run puts the number of hold buffers added after cts at 0.
- The run gives the number of CTS-inserted buffers as 17.
- The run gives the cell at the root of the clock tree as clkbuf_16.
- Once the clock tree was built, the setup fixing pass inserted 0 buffers.
- The run gives the cell resize tally after clock tree synthesis as 0.

Synth:
- The post-synth register bit count is 162.
- The run puts the number of flops mapped to enable cells by yosys at 2.
- The average instance in the mapped netlist occupies 8.29 µm².
- The run gives the main flop type after synthesis as dfxtp_1.
- The run puts the share of the yosys chip area belonging to registers at 27.0%.
- The run gives the area of the synthesized netlist per yosys stat as 0.0121 mm².
- The run gives the count of instantiated cells in the yosys netlist as 1457.
- Of all flip-flops after synthesis, the portion carrying an async set or reset was 0%.
- The run gives the yosys synthesis warning count as 1.
- The run gives the number of standard cells after synthesis as 1457.
- The synthesized netlist occupies a cell area of 0.0121 mm².
- The run gives the number of distinct library cells after synthesis as 84.

Global routing:
- met1 track demand over resource after global routing is 21.2%.
- After global routing, the most crowded layer is met1.
- The run puts the first-pass GRT wire length at 45.5 mm.
- The run puts the global-route track usage on met3 at 1.62%.
- Entering global routing, the biggest net connects 68 pins.
- The run gives the global routing usage on met2 as 20.3%.
- The run gives the initial antenna violation count as 0.
- The run puts the global-route total usage across every layer at 13.5%.
- The run gives the remaining global-route overflow as 0.
- The run puts the via count of the first global-routing pass at 9250.

Drt:
- For this run, the script counts the antenna cells in the layout as 0.
- The run puts the detailed-route vias per instance at 4.94.
- The run puts the wire length after detailed routing at 26.7 mm.
- The first detailed-routing pass ran for 5 iterations.
- The run gives the number of design-rule violations left by the first detailed-router iteration as 514.
- The run puts the residual DRC count at 0.
- The run puts the detailed-route via count at 9958.
- TritonRoute output was used to compute an average wire per cell of 13.3 µm.
- The run gives the remaining antenna violation count as 0.

Setup path:
- The worst setup path is of the in -> reg kind.
- The run gives the cell class contributing the biggest share of worst-path delay as simple AND/OR/NAND/NOR gates.
- At the worst endpoint, the arrival time is 10060 ps.
- The run gives the launch instance of the worst register-to-register path as Ancho_G[3].
- Together, buffers and inverters on the worst path number 2.
- For this design, the slowest cell found on the critical path is clkdlybuf4s50_1.
- The worst setup path is launched from an input port.
- The run gives the largest fanout on the critical path as 15.
- For the worst setup path, the data required time is 16050 ps.
- The run puts the stage delay of the slowest cell on the critical path at 790 ps.
- In this run the critical path is formed by clkdlybuf4s50_1 > nor3b_1 > buf_4 > mux2_2 > ha_1 > nor2b_1 > o21a_1 > o21a_1 > o221ai_1 > o21ai_0 > nor3b_1 > nand4_1 > or3_1 > nand2_1 > ha_1 > a21o_1 > a21o_1 > a21oi_1 > o31ai_1 > nor3_1 > nand2_1 > a2111oi_0 > a22oi_1.
- The run gives the nature of the critical path endpoint as a flop.
- The run gives the startpoint of the worst setup timing path as Href.

Power and ir drop:
- The run puts the total leakage power at 5.86 nW.
- The run puts the switching power total at 224 µW.
- Switching power as a fraction of the total was reported as 24.3%.
- The run puts the post-layout total power at 921 µW.
- The run gives the fraction of power consumed by the clock network as 46.7%.
- The run puts the total internal power at 697 µW.
- The run gives the maximum vdd ir drop as 0.0770 mV.
- The run puts the power share of the sequential group at 45.1%.
- The run gives the power density over the cells as 67.5 mW/mm².
- The flow reports that combinational logic draws 8.2% of the design power.

Die:
- The run gives the row count as 73.
- The run puts the width of the chip at 203 µm.
- The run puts the number of placed I/O pins at 44.
- The run gives the die span in y as 203 µm.
- The run puts the total die size at 0.0411 mm².
- Per the OpenROAD floorplan log, the area of the core is 0.0397 mm².
- The run gives the starting utilization of the core area as 30.4%.

STA:
- The clock arrives with 8.69 ps of skew.
- The worst path needs 9910 ps of the cycle, external delays included.
- The run gives the setup TNS as 0 ps.
- In the finished design, the share of the clock period the worst path needs comes to 62.3%.
- Counting endpoints that fail hold in the final report gives 0.
- For the pin with the worst max-slew slack, the measured transition is 727 ps.
- The run gives the hold slack as 455 ps.
- The run puts the remaining max-slew budget at the tightest pin at 50.9%.
- The run puts the number of setup violations in the final report at 0.
- For reference, the final report shows the max-slew violation count at 0.
- Setup repair after global routing left no endpoint under its margin.
- The run gives the fmax as 101 MHz.

Placement:
- The run puts the final HPWL from detailed placement at 20.1 mm.
- The placement summary gives the final routability congestion estimate as 0.913.
- The run gives the post-placement cell count as 1986.
- The run puts the count of buffers from port buffering at 43.

Min path:
- The run gives the launch point of the worst hold path as Ancho_R_Prev[3].
- The run gives the path class of the lowest-slack min-delay path as reg -> reg.

Run status:
- The flow ran to the end, and the final reports show no timing, DRC or antenna violations.

Job:
- The run gives the stage-log warning count as 28.
- Max-cap violations in this run came to 0.

Final layout:
- The run puts the post-synthesis to final-layout area growth at 12.9%.
- The run puts the final standard cell count with taps included and fillers excluded at 2017.
- In the final layout, the fill cell count is 4035.
- Cells with a size suffix above 1 make up 5.56% of the layout.
## power groups by stage
stage     clock network, mW  logic, mW  registers (mW)
4_1_cts               0.441     0.0758           0.415
5_1_grt               0.459     0.0847           0.416
6_report              0.430     0.0752           0.415
## layout by cell type (no fill, tap or decap), types with 7 or more instances in the layout
| cell | n |
|---|---|
| dfxtp_1 | 160 |
| ha_1 | 150 |
| nor2_1 | 138 |
| inv_1 | 126 |
| nand2_1 | 96 |
| a21oi_1 | 88 |
| xnor2_1 | 62 |
| xor2_1 | 59 |
| nand4_1 | 44 |
| clkdlybuf4s50_1 | 43 |
| o21ai_0 | 42 |
| nand3_1 | 38 |
| and2_1 | 36 |
| mux2i_1 | 28 |
| a21o_1 | 27 |
| nor2b_1 | 25 |
| and3_1 | 25 |
| or3_1 | 23 |
| nor3_1 | 22 |
| o21a_1 | 18 |
| clkbuf_16 | 17 |
| mux2_2 | 14 |
| and4_1 | 12 |
| buf_4 | 11 |
| a31oi_1 | 10 |
| nand2b_1 | 10 |
| o211ai_1 | 10 |
| o31ai_1 | 9 |
| o2111ai_1 | 8 |
| nor4_1 | 7 |
## synth_stat cells (all sizes together), types with 7 or more instances
master   count  share of area (%)
a21o        27                1.7
a21oi       88                3.6
a221oi       7               0.56
a311oi       7               0.61
a31oi       10               0.52
and2        36                1.9
and3        25                1.3
and4        13               0.96
buf         17               0.84
clkbuf      33                1.0
dfxtp      160                 27
ha         150                 16
inv        126                3.9
mux2        15                1.4
mux2i       28                2.3
nand2       96                3.0
nand2b      11               0.57
nand3       38                1.6
nand4       46                2.5
nor2       139                4.3
nor2b       26                1.4
nor3        22               0.91
nor4         8               0.54
o2111ai      8               0.58
o211ai      11               0.73
o21a        18                1.1
o21ai       44                1.8
o31ai        9               0.56
or3         24                1.3
xnor2       62                4.5
xor2        59                4.3
## final timing paths
check	endpoint	slack, ps	cells after the start
max	Forma[1]	5990	23
min	Ancho_R_Prev[3]	460	2
max reg2reg	Forma[0]	9020	23
min reg2reg	Ancho_R_Prev[3]	460	2
## per-stage QoR
step	worst slack (ps)	utilization [%]	instance area, µm²
6_report	5990	34.3	13600
4_1_cts	5980	34.3	13600
5_1_grt	5400	34.3	13600
3_3_place_gp	5690	32.8	13000
3_5_place_dp	5570	32.8	13000
2_1_floorplan	6890	-	12100
## sequential cells by signal (all words and copies together) (netlist names), 6 cells and up
| register | count |
|---|---|
| PixelData | 12 |
| MID_Ancho_B | 8 |
| YPixel | 8 |
| PromedioColorR | 12 |
| Ancho_B | 6 |
| PromedioColorB | 12 |
| Inc_Ancho_B | 8 |
| Inc_Ancho_R | 8 |
| MID_Ancho_R | 8 |
| Inc_Ancho_G | 8 |
| XPixel | 8 |
| Ancho_G | 6 |
| Ancho_B_Prev | 6 |
| Ancho_R_Prev | 6 |
| PromedioColorG | 12 |
| MID_Ancho_G | 8 |
| Ancho_G_Prev | 6 |
| Ancho_R | 6 |
## cells by family after synthesis
| logic type | Yosys count | synth area share (%) |
|---|---|---|
| flip-flops | 162 | 27.0 |
| XOR/XNOR | 121 | 8.78 |
| adder cells (fa/ha/maj) | 156 | 16.5 |
| buffers and inverters | 176 | 5.78 |
| multiplexers | 43 | 3.75 |
| AND/OR/NAND/NOR | 509 | 21.8 |
| AND-OR/OR-AND | 290 | 16.3 |
## worst min-delay path: stages, from the launching register on
cell and delay, ps:
dfxtp_1 310, nand2_1 50, a21oi_1 50
## area by class of cell
| cell class | instances | area [µm²] | share of cell area [%] |
|---|---|---|---|
| inverter | 126 | 473 | 3.47 |
| clock inverter | 11 | 153 | 1.12 |
| tap | 525 | 657 | 4.82 |
| clock buffer | 20 | 457 | 3.35 |
| sequential | 162 | 3260 | 23.9 |
| timing repair buffer | 54 | 513 | 3.76 |
| multi-input combinational | 1119 | 8120 | 59.5 |
## routing by layer
metal | vias up | part of all wire (%)
met3 | 22 | 2.7
met5 | - | 0
met4 | 0 | 1.4
met2 | 129 | 43
li1 | 5215 | -
met1 | 4592 | 53
No activity file was given, so power comes from the tool's default toggle rates.
